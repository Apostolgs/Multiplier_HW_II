===== flow/run.sh =====
#!/bin/bash
# OpenROAD 26Q1-2900-gdf79404cd8, Yosys 0.63+post, stock flow scripts
make -C /OpenROAD-flow-scripts/flow DESIGN_CONFIG=/design/flow/config.mk WORK_HOME=/design/flow/orfs finish

===== flow/config.mk =====
export PLATFORM = sky130hd
export DESIGN_NAME = normalize_mult
export DESIGN_NICKNAME = normalize_mult
export VERILOG_FILES = /design/flow/design.v
export SDC_FILE = /design/flow/constraint.sdc
export NUM_CORES = 4
export LEC_CHECK = 1
export CORE_AREA = 10 10 70 70
export DIE_AREA = 0 0 80 80

===== flow/constraint.sdc =====
current_design normalize_mult

set clk_period 1.5
set clk_io_pct 0.2

create_clock -name clk0 -period $clk_period

set non_clock_inputs [all_inputs -no_clocks]
set_input_delay [expr $clk_period * $clk_io_pct] -clock clk0 $non_clock_inputs
set_output_delay [expr $clk_period * $clk_io_pct] -clock clk0 [all_outputs]

===== flow/design.v =====
package round_enum_pkg;
    typedef enum {IEEE_near, IEEE_zero, IEEE_pinf, IEEE_ninf, near_up, away_zero} round_values;
endpackage
module normalize_mult(mantissa_product, exponent , sticky , guard , norm_exponent , norm_mantissa) ;
	input logic [47:0] mantissa_product ;
	input logic [9:0] exponent ;  
	output logic sticky ;
	output logic guard ;
	output logic [9:0] norm_exponent ;  
	output logic [22:0] norm_mantissa ;  
	always_comb
	begin
		case(mantissa_product[47])  
		1'b0 : 
		begin
			sticky = |mantissa_product[21:0] ;  
			guard = mantissa_product[22] ;
			norm_exponent = exponent ;
			norm_mantissa = mantissa_product[45:23] ;
		end
		1'b1 : 
		begin
			sticky = |mantissa_product[22:0] ;  
			guard = mantissa_product[23] ;
			norm_exponent = exponent + 1 ;
			norm_mantissa = mantissa_product[46:24] ;
		end
	endcase
	end
endmodule

==> impl_metrics.yaml <==
# synthesis and place-and-route metrics
power_and_ir_drop:
  leakagePower_uw: 0.000795
  power_uw: 382
  p_per_area_nw_per_um2: 232
  ir_worst_vdd_uv: 92.9
die:
  num_rows: 21
  die_w_um: 80
  core_um2: 3420
  floorplan.core_util: 0.152
  io_pins: 93
  fp.dieH_um: 80
  design.die.area_um2: 6400
grt:
  antenna_found_initial: 0
  grt-ovfl-total: 0
  grt_pass1_vias: 1016
  grt_pass1_wl_um: 4990
  grt_max_degree: 8
  grt_usage: 0.0944
critical_path:
  arrival_ns: 1.17
  criticalPathCategory: "in2out"
  critPathCaptureType: "output port"
  start_kind: "input port"
  cp_max_fo: 7
  required_ns: 1.20
outcome:
  status: "complete, no violations"
yosys:
  syn_inst: 56
  ys_types: 13
  ys_cells: 56
  ys_warn_count: 1
  syn_area_um2: 520
  synth-seq-area-share: 0
  avgSynthCellArea_um2: 9.29
  ys_area_um2: 520
detailed_routing:
  postRouteAntennaNets: 0
  vias_per_cell: 4.08
  routed_wl_um: 3300
  num_vias: 886
  dr.pass1.iters: 2
  dr.first_iter.drc_count: 7
  drcViolationCount: 0
  wire_per_inst_um: 15.2
  route.antenna.diode_count: 0
placement:
  post-place-cells: 203
  placed_area_um2: 1560
  routabilityCongestion: 0.753
  hpwl_um: 2680
  port_buffers: 93
min_path:
  min_path_type: "in2out"
  hold_path_startpoint: "mantissa_product[6]"
  min_path_cells: 4
  hold_end: "sticky"
flow_run:
  maxCapViolCount: 0
  warning_count: 33
sta:
  fmaxAchievable_ghz: 0.682
  fin_crit_sh: 0.978
  post-route-min-period_ns: 1.47
  holdWs_ns: 0.895
  rsz0062_at_grt: "false"
  hold_viol_final: 0
  relSlewSlack: 0.836
  slew_violations: 0
  setup_viol: 0
  worstMarginPinSlew_ns: 0.244
finish:
  seq_cells: 0
  post-route-cell-area_um2: 1640
  nClkBuffers: 0
  drive_above_1_share: 0.503
  seq_area_um2: 0
  areaGrowthSynthToFinish_pct: 216
  layout.cells.non_filler: 217
clocking:
  cts_hold_buffers: 0
[worst max path at each step]
stage,start,to,depth (start not counted)
4_1_cts,mantissa_product[47],norm_mantissa[11],6
5_1_grt,exponent[6],norm_exponent[9],5
6_report,mantissa_product[47],norm_mantissa[7],5
[cell usage after synthesis]
cell type  number  area, um2
xor2_1          2       17.5
and4_1          3       26.3
nor4_1          5       31.3
and3_1          1       6.26
nand2_1         3       11.3
ha_1            1       12.5
buf_6           3       33.8
nand3_1         3       15.0
a211oi_1        1       7.51
mux2_4          1       15.0
nand4_1         2       12.5
xnor2_1         7       61.3
mux2_2         24        270
[metrics by stage]
step,setup WS [ns],setup TNS (ns),utilization
after floorplan,0.339,0,-
after global placement,-0.724,-23.21,0.456
after detailed placement,-0.720,-23.04,0.456
after CTS,-0.0744,-0.137,0.482
after global routing,0.00129,0,0.481
final,0.0334,0,0.481
[layout by cell type (no fill, tap or decap)]
| cell type | Yosys | final |
|---|---|---|
| and3_4 | 0 | 1 |
| mux2_4 | 1 | 4 |
| clkdlybuf4s15_1 | 0 | 17 |
| xnor2_1 | 7 | 7 |
| mux2_2 | 24 | 21 |
| buf_12 | 0 | 3 |
| and4_4 | 0 | 2 |
| dlygate4sd2_1 | 0 | 41 |
| nand4_1 | 2 | 2 |
| nor4_2 | 0 | 2 |
| a211oi_2 | 0 | 1 |
| xor2_1 | 2 | 2 |
| ha_4 | 0 | 1 |
| nor4_1 | 5 | 3 |
| buf_2 | 0 | 14 |
| nand3_2 | 0 | 3 |
| buf_6 | 3 | 5 |
| clkbuf_2 | 0 | 9 |
| clkdlybuf4s50_1 | 0 | 5 |
| dlymetal6s2s_1 | 0 | 4 |
| nand2_1 | 3 | 3 |
| buf_4 | 0 | 17 |
| and4_1 | 3 | 1 |
| buf_8 | 0 | 3 |
[layer usage]
layer	GRT usage	wire, um
met1	0.117	1410
met2	0.155	1460
met3	0.0443	433
met4	0	0
met5	0	0
[kinds of logic (layout without fill, tap and decap cells)]
family	after synthesis	after routing	synth area share
AOI/OAI and AO/OA	1	1	0.0144
muxes	25	25	0.548
and+or+nand+nor	17	17	0.197
xor gates and xnor gates	9	9	0.151
buffers and inverters	3	118	0.0649
adders and majority gates	1	1	0.0240
[power breakdown]
group / internal [uW] / switching [uW] / leakage, uW / total [uW]
clock: 0 / 0 / 0 / 0
sequential: 0 / 0 / 0 / 0
combinational: 275 / 107 / 0.000795 / 382
total: 275 / 107 / 0.000795 / 382
[worst max-delay path, stage by stage]
cell           delay (ns)
buf_12               0.09
buf_12               0.09
buf_8                0.12
mux2_2               0.32
dlygate4sd2_1        0.24
[layout make-up]
type                            instances  area, um2
Tap cell                               46       57.6
Timing Repair Buffer                  118       1030
Multi-Input combinational cell         53        553
Fill cell                             339       1770
[what timing repair did]
| item | CTS | global route |
|---|---|---|
| endpoints found under the setup margin | 35 | 15 |
| setup buffers | 15 | 0 |
| gates resized | 162 | 34 |
| pin swaps | 16 | 13 |
Power is estimated from default activity; no workload was simulated.
